### flow/config.mk
export PLATFORM = sky130hd
export DESIGN_NAME = spi_sd
export DESIGN_NICKNAME = spi_sd
export VERILOG_FILES = /design/flow/design.v
export SDC_FILE = /design/flow/constraint.sdc
export NUM_CORES = 4
export LEC_CHECK = 1
export CORE_UTILIZATION = 50
### flow/constraint.sdc
current_design spi_sd

set clk_period 4.1
set clk_io_pct 0.2

create_clock -name clk0 -period $clk_period [get_ports {clk}]

set non_clock_inputs [all_inputs -no_clocks]
set_input_delay [expr $clk_period * $clk_io_pct] -clock clk0 $non_clock_inputs
set_output_delay [expr $clk_period * $clk_io_pct] -clock clk0 [all_outputs]
### flow/design.v
module zrb_sync_fifo
    #(parameter ADDR_WIDTH = 2, DATA_WIDTH = 8)
    (
    input   wire                            reset,
    input   wire                            clk,
    input   wire                            wr_en,
    input   wire    [ (DATA_WIDTH-1) :  0 ] data_in,
    input   wire                            rd_en,
    output  wire    [ (DATA_WIDTH-1) :  0 ] data_out,
    output  wire                            fifo_full,
    output  wire                            fifo_empty
    );
localparam DEPTH = 1 << ADDR_WIDTH;
reg     [ (ADDR_WIDTH) :  0 ] wr_ptr = {(ADDR_WIDTH+1){1'b0}};
reg     [ (ADDR_WIDTH) :  0 ] rd_ptr = {(ADDR_WIDTH+1){1'b0}};
wire    [ (ADDR_WIDTH-1) :  0 ] wr_loc = wr_ptr[ (ADDR_WIDTH-1) :  0 ];
wire    [ (ADDR_WIDTH-1) :  0 ] rd_loc = rd_ptr[ (ADDR_WIDTH-1) :  0 ];
reg     [ (DATA_WIDTH-1) :  0 ] mem [ (DEPTH-1) :  0 ];
reg     [  7 :  0 ] r_test = 8'b0;
reg full = 1'b0;
reg empty = 1'b0;
assign data_out = mem[rd_loc];
assign fifo_empty = empty;
assign fifo_full = full;
always@(wr_ptr or rd_ptr)
begin
    full <= 1'b0;
    empty <= 1'b0;
    if(wr_ptr[ (ADDR_WIDTH-1) :  0 ] == rd_ptr[ (ADDR_WIDTH-1) :  0 ])
        if(rd_ptr[ADDR_WIDTH] == wr_ptr[ADDR_WIDTH])
            empty <= 1'b1;
        else
            full <= 1'b1;
end
always@(posedge clk or posedge reset)
if(reset)
begin
    wr_ptr <= {(ADDR_WIDTH+1){1'b0}};
    rd_ptr <= {(ADDR_WIDTH+1){1'b0}};
end
else
begin
    if(wr_en & ~fifo_full)
    begin
        r_test <= data_in;
        mem[wr_loc] <= data_in;
        wr_ptr <= wr_ptr + 1'b1;
    end
    if(rd_en & ~fifo_empty)
        rd_ptr <= rd_ptr + 1'b1;
end
endmodule
module zrb_clk_generator
    #(parameter INPUT_CLK = 50000000, parameter OUTPUT_CLK = 5000000)
    (
    input   wire                clk,
    input   wire                reset,
    input   wire                low_full_speed,
    output  wire                output_clk
    );
wire    [ 28 :  0 ] LOW_CLK = 29'd200000;
wire    [ 28 :  0 ] clk_tic = ~low_full_speed ? 2*LOW_CLK : 2*OUTPUT_CLK;
reg     [ 28 :  0 ] r_tx = 29'b0;
wire    [ 28 :  0 ] inc_tx = r_tx[28] ? (clk_tic) : (clk_tic-INPUT_CLK);
wire    [ 28 :  0 ] tx_tic = r_tx + inc_tx;
always@(posedge clk)
if(reset)
    r_tx <= 29'b0;
else
    r_tx <= tx_tic;
assign output_clk = ~r_tx[28] & ~reset;
endmodule
module zrb_spi_rxtx
    #(parameter NUM_BITS = 8)
    (
    input   wire                clk,
    input   wire                reset,
    input   wire                clk_en,
    input   wire                spi_in,
    input   wire                new_data,
    input   wire    [  NUM_BITS-1 :  0 ] data_in,
    output  wire                spi_out,
    input   wire                read_imp,
    output  wire    [  NUM_BITS-1 :  0 ] data_out,
    output  wire                cs,
    output  wire                sck,
    output  wire                start_clk,
    output  wire                spi_input_full,
    output  wire                spi_output_full,
    output  wire                spi_input_empty,
    output  wire                spi_output_empty,
    output  wire    [  2 :  0 ] spi_state
    );
reg     [  3 :  0 ] r_cnt = 4'b0;
reg                 r_rd = 1'b0;
reg                 r_start_clk = 1'b0;
reg     [  7 :  0 ] r_data = 8'b0;
reg                 r_rx = 1'b0;
reg                 r_tx = 1'b0;
reg                 trxing = 1'b0;
reg                 r_wr = 1'b0;
localparam  [  2 :  0 ] IDLE = 3'b000,
                        SET_CLK_RD = 3'b001,
                        NEGEDGE_CLK = 3'b011,
                        POSEDGE_CLK = 3'b010,
                        SET_CLK_WR = 3'b110,
                        TxChkSum = 3'b100;
reg         [  2 :  0 ] r_state = IDLE;
wire                read = r_rd & clk_en;
wire                write_en = ~r_wr & r_state == SET_CLK_WR;
wire [7:0] w_din;
wire rx_full;
wire rx_empty;
zrb_sync_fifo #(2,8) input_fifo (
    1'b0,
    clk,
    new_data,
    data_in,
    read,
    w_din,
    rx_full,
    rx_empty
    );
wire tx_full;
wire tx_empty;
zrb_sync_fifo #(2,8) output_fifo (
    1'b0,
    clk,
    write_en,
    r_data,
    read_imp,
    data_out,
    tx_full,
    tx_empty
    );
always@(posedge clk)
begin
    r_wr <= 1'b0;
    r_rd <= 1'b0;
    case(r_state)
        IDLE:
            if(clk_en)
                r_state <= SET_CLK_RD;
        SET_CLK_RD:
            if(clk_en)
                r_state <= NEGEDGE_CLK;
        NEGEDGE_CLK:
            if(clk_en)
                r_state <= POSEDGE_CLK;
        POSEDGE_CLK:
            begin
                if(clk_en & r_cnt == 4'd0)
                    r_state <= SET_CLK_WR;
                if(clk_en & r_cnt != 4'd0)
                    r_state <= NEGEDGE_CLK;
            end
        SET_CLK_WR:
            begin
                if(clk_en & ~rx_empty)
                    r_state <= NEGEDGE_CLK;
                if(clk_en & rx_empty)
                    r_state <= IDLE;
            end
    endcase
    case(r_state)
        IDLE:
            begin
                r_cnt <= 4'd8;
                r_rd <= 1'b0;
                r_start_clk <= 1'b0;
                if(~rx_empty)
                begin
                    r_data <= w_din;
                    r_start_clk <= 1'b1;
                end
                if(clk_en)
                    r_tx <= r_data[7];
            end
        SET_CLK_RD:
            begin
                if(clk_en)
                    r_cnt <= 4'd8;
                if(new_data)
                    r_rd <= 1'b1;
            end
        NEGEDGE_CLK:
            begin
                r_rd <= 1'b0;
                if(clk_en)
                begin
                    r_cnt <= r_cnt - 1'b1;
                    r_rx <= spi_in;
                end
            end
        POSEDGE_CLK:
            if(clk_en)
            begin
                r_data <= {r_data[6:0], r_rx};
                r_tx <= r_data[6];
            end
        SET_CLK_WR:
            begin
                r_wr <= 1'b1;
                if(clk_en)
                begin
                    r_cnt <= 4'd8;
                    r_tx <= r_data[7];
                end
                if(~rx_empty)
                    r_rd <= 1'b1;
                if(r_rd)
                    r_data <= w_din;
            end
    endcase
end
assign              sck = r_state == POSEDGE_CLK;
assign              cs = r_state == IDLE;
assign              start_clk = r_start_clk;
assign              spi_out = r_tx;
assign              spi_input_full = rx_full;
assign              spi_output_full = tx_full;
assign              spi_input_empty = rx_empty;
assign              spi_output_empty = tx_empty;
assign              spi_state = r_state;
endmodule
module zrb_sd_core
    #(parameter NUM_BITS = 8)
    (
    input   wire                clk,
    input   wire    [  7 :  0 ] data_in,
    input   wire                wwe,
    input   wire                miso,
    input   wire                wrd,
    output  wire    [  7 :  0 ] data_out,
    output  wire                new_data,
    output  wire                mosi,
    output  wire                ss,
    output  wire                sck
    );
reg         [  7 :  0 ] r_data = 8'd100;
reg         [  7 :  0 ] r_data_out = 8'b0;
reg         [  3 :  0 ] r_cnt_power_on = 4'b0;
reg         [  1 :  0 ] r_wr = 2'b0;
wire                    wr_en = r_wr == 2'b01;
reg         [  1 :  0 ] r_rd = 2'b0;
wire                    rd_en = r_rd == 2'b01;
localparam  [  4 :  0 ] START =      5'b00000,
                        POWER_ON =   5'b00001,
                        SOFT_RESET = 5'b00010,
                        WAIT_RESP =  5'b00100,
                        INIT_SD =    5'b01000,
                        INIT_END =   5'b10000,
                        NORMAL_WORK= 5'b11000;
reg         [  4 :  0 ] r_state = START;
reg         [  7 :  0 ] r_start = 8'd0;
wire w_clk_out;
wire w_srart_clk;
wire w_not_s_clk = ~w_start_clk;
wire w_ss;
wire w_input_full;
wire w_output_full;
wire w_input_empty;
wire w_output_empty;
wire [2:0] spi_state;
wire [7:0] w_data_out;
zrb_spi_rxtx #(8) spi_rxtx
    (
    clk,
    1'b0,
    w_clk_out,
    miso,
    wr_en,
    r_data,
    mosi,
    rd_en,  
    w_data_out,
    w_ss,
    sck,
    w_start_clk,
    w_input_full,
    w_output_full,
    w_input_empty,
    w_output_empty,
    spi_state
    );
zrb_clk_generator #(50000000,5000000) spi_clkgen(clk, ~w_start_clk, 1'b1, w_clk_out);
always@(posedge clk)
begin
    r_rd <= {r_rd[0], 1'b0};
    if(~w_output_empty)
    begin
        r_rd <= {r_rd[0], 1'b1};
    end
    if(rd_en)
    begin
        case(r_state)
            WAIT_RESP, INIT_END: r_data_out <= w_data_out;
            default: begin end
        endcase
    end
    case(r_state)
        START:
            if(r_start == 8'd255)
                r_state <= POWER_ON;
        POWER_ON:
            if((r_cnt_power_on == 4'd10) & (spi_state == 3'b000))
                r_state <= SOFT_RESET;
        SOFT_RESET:
            if((r_cnt_power_on == 4'd6) & (spi_state == 3'b000))
                r_state <= WAIT_RESP;
        WAIT_RESP: 
            if(r_data_out == 8'd1)
                r_state <= INIT_SD;
            else
            if((r_cnt_power_on == 4'd10) & (spi_state == 3'b000))
                r_state <= POWER_ON;
        INIT_SD:
            if((r_cnt_power_on == 4'd6) & (spi_state == 3'b000))
                r_state <= INIT_END;
        INIT_END:
            if(r_data_out == 8'd0)
                r_state <= NORMAL_WORK;
            else
            if((r_cnt_power_on == 4'd10) & (spi_state == 3'b000))
                r_state <= POWER_ON;
        NORMAL_WORK: begin end
    endcase
    case(r_state)
        START:
            begin
                r_start <= r_start + 1'b1;
                r_cnt_power_on <= 4'd0;
                r_wr <= 2'b0;
                r_rd <= 2'b0;
            end
        POWER_ON:
            begin
                r_wr <= {r_wr[0], 1'b0};
                r_data <= 8'd255;
                if((~w_input_full) & (r_wr == 2'b00) & (r_cnt_power_on != 4'd10))
                    r_wr <= {r_wr[0], 1'b1};
                if(r_wr == 2'b10)
                    r_cnt_power_on <= r_cnt_power_on + 1'b1;
                if((r_cnt_power_on == 4'd10) & (spi_state == 3'b000))
                    r_cnt_power_on <= 4'd0;
            end
        SOFT_RESET, INIT_SD:
            begin
                r_wr <= {r_wr[0], 1'b0};
                if(~w_input_full & (r_wr == 2'b00) & (r_cnt_power_on != 4'd6))
                    r_wr <= {r_wr[0], 1'b1};
                if(r_wr == 2'b10)
                    r_cnt_power_on <= r_cnt_power_on + 1'b1;
                if((r_cnt_power_on == 4'd6) & (spi_state == 3'b000))
                    r_cnt_power_on <= 4'd0;
                case(r_cnt_power_on)
                    4'd0: r_data <= r_state == SOFT_RESET ? 8'h40 : 8'h41;
                    4'd1: r_data <= 8'h00;
                    4'd2: r_data <= 8'h00;
                    4'd3: r_data <= 8'h00;
                    4'd4: r_data <= 8'h00;
                    4'd5: r_data <= 8'h95;
                endcase
            end
        WAIT_RESP, INIT_END:
            begin
                r_data <= 8'd255;
                r_wr <= {r_wr[0], 1'b0};
                if(r_state == WAIT_RESP)
                    if((r_data_out != 8'd1) & (spi_state == 3'b000))
                        r_wr <= {r_wr[0], 1'b1};
                if(r_state == INIT_END)
                    if((r_data_out != 8'd0) & (spi_state == 3'b000))
                        r_wr <= {r_wr[0], 1'b1};
                if(r_wr == 2'b10)
                    r_cnt_power_on <= r_cnt_power_on + 1'b1;
                if((r_cnt_power_on == 4'd10) & (spi_state == 3'b000))
                    r_cnt_power_on <= 4'd0;                    
            end
        NORMAL_WORK: begin end
    endcase
end
assign ss = r_state == (START | POWER_ON) ? 1'b1 : 1'b0;
assign data_out = r_data_out;
endmodule
module spi_sd
(
    input   wire    clk,
	input	wire	spi_in,
    output  wire    spi_out,
    output  wire    cs,
    output  wire    sck,
	output	wire	led
);
zrb_sd_core #(8) spi_core (
    clk, 
    8'b0, 
    1'b0, 
    spi_in, 
    1'b0, 
    , 
    led, 
    spi_out, 
    cs, 
    sck
    );
endmodule
### flow/run.sh
#!/bin/bash
# OpenROAD 26Q1-2900-gdf79404cd8, Yosys 0.63+post, stock flow scripts
make -C /OpenROAD-flow-scripts/flow DESIGN_CONFIG=/design/flow/config.mk WORK_HOME=/design/flow/orfs finish
==> impl_metrics.py <==
# Flow results
metrics = {
    "flow_run": {
        "number_of_openroad_warnings": 40,
        "cap_violations": 0,
    },
    "placed_design": {
        "dpl.hpwl_um": 7820,
        "gp_congestion": 0.842,
        "number_of_input_and_output_port_buffers_inserted": 4,
    },
    "detailed_routing": {
        "drt-vias-per-instance": 5.40,
        "drtAntennaViolNets": 0,
        "antenna_cells_inserted": 0,
        "routed_wirelength_um": 11300,
        "drc": 0,
        "num_vias": 3924,
        "drt_pre_antenna_iters": 5,
        "post_drt_wl_per_cell_um": 15.5,
        "detail_route.iter0.violations": 251,
    },
    "pwr": {
        "ir_drop_v": 0.000312,
        "cellPowerDensity_nw_per_um2": 414,
        "power_leakage_uw": 0.00258,
    },
    "synth": {
        "synth_flops": 145,
        "synthCells": 532,
        "syn_avg_cell_area_sq_um": 12.5,
        "yosysTopAreaCellShare_pct": 53.7,
        "yosysWarningCount": 7,
        "synth.distinct_cells": 59,
        "yosys-stat-cells": 532,
        "ff_type": "sky130_fd_sc_hd__edfxtp_1",
        "yosys_top_cell_by_instances": "sky130_fd_sc_hd__edfxtp_1",
        "register_area_share_after_synthesis_pct": 61.5,
        "synth_chip_area_sq_um": 6660,
        "synth.area.top_cells": "sky130_fd_sc_hd__edfxtp_1, sky130_fd_sc_hd__dfxtp_1, sky130_fd_sc_hd__ha_1",
        "synth.cells.most_frequent": "sky130_fd_sc_hd__edfxtp_1, sky130_fd_sc_hd__nor2_1, sky130_fd_sc_hd__nand2_1, sky130_fd_sc_hd__inv_1, sky130_fd_sc_hd__ha_1",
        "syn-cell-area_sq_um": 6660,
        "synth-async-reset-ratio_pct": 0,
        "enable_flop_cells": 119,
        "netlist.top_cell.by_area": "sky130_fd_sc_hd__edfxtp_1",
    },
    "global_routing": {
        "maximum_number_of_pins_on_one_net_before_global_route_repair": 17,
        "grt_overflow": 0,
        "antenna_violations_before_repair": 0,
        "gr-usage-all-layers_pct": 18.4,
        "wire_length_of_the_first_global_routing_pass_um": 18700,
        "grt_pass1_vias": 3796,
    },
    "critical_path": {
        "critical_path_class": "reg2out",
        "setup.worst_path.start_class": "flip-flop",
        "crit_required_ns": 3.28,
        "timing.critical_path.to_type": "output port",
        "crit_path_max_fanout": 9,
        "worst-endpoint-arrival_ns": 2.23,
    },
    "sta": {
        "slew_violations": 0,
        "final_period_minus_worst_setup_slack_ns": 3.05,
        "hold_viol": 0,
        "tns_ns": 0,
        "worst_slew_margin_relative_to_its_limit_pct": 44.4,
        "rsz0062_at_grt": "false",
        "post-route-period-util_pct": 74.5,
        "worst_slew_pin_slew_ns": 0.832,
        "report.final.setup_viol": 0,
        "timing.fmax_mhz": 327,
        "finalClockSkew_ns": 0.00386,
        "timing.hold.ws_ns": 0.487,
    },
    "cts": {
        "postCtsResizedCells": 0,
        "source_to_sink_clock_delay_at_the_later_pin_of_the_worst_skew_pair_ns": 0.41,
        "cts_tree": "done",
        "clock_tree.htree_level_count": 4,
        "postCtsSetupRepairBufs": 0,
        "clockRootBuffer": "sky130_fd_sc_hd__clkbuf_16",
        "clk_transition_reported_paths_ns": 0.06,
        "cts.sinks": 145,
        "max-clock-path-buffers": 2,
        "hold_buffers": 0,
        "cts_buffers": 17,
    },
    "layout": {
        "layout-drive-gt1-share_pct": 7.75,
        "fillers": 1015,
        "flow.area_growth_from_synthesis_pct": 11.7,
    },
    "die": {
        "fp.dieArea_sq_um": 13800,
        "std_cell_rows": 41,
        "io-pin-count": 6,
        "floorplan_stage_core_utilization_pct": 51.9,
        "core_area_sq_um": 12800,
        "die_width_um": 117,
        "floorplan.die.height_um": 117,
    },
    "hold_path": {
        "hold_class": "reg2reg",
    },
    "status": {
        "outcome": "complete, no violations",
    },
}
[report_power, final]
part           internal, uW  leakage, uW  switching (uW)
logic                 0.842      0.00115           0.327
registers              1570      0.00115               0
clock network           904     0.000269             604
[final timing paths]
check                               startpoint                                 endpoint  slack (ns)  cells after the start
hold reg to reg               spi_core.r_rd[0]                         spi_core.r_rd[1]        0.49                      1
setup / recovery           spi_core.r_state[2]                                       cs        1.05                      3
setup reg to reg  spi_core.spi_rxtx.r_state[0]  spi_core.spi_rxtx.output_fifo.mem[0][1]        1.70                      3
hold / removal                spi_core.r_rd[0]                         spi_core.r_rd[1]        0.49                      1
[state kept, by name, indices dropped and copies added, names as in the netlist, 4 cells and up]
register,cells
spi_core.spi_rxtx.input_fifo.mem,24
spi_core.r_state,5
spi_core.r_data,6
spi_core.r_cnt_power_on,4
spi_core.spi_rxtx.output_fifo.mem,32
spi_core.spi_rxtx.r_data,8
spi_core.r_start,8
spi_core.spi_clkgen.r_tx,22
spi_core.r_data_out,8
spi_core.spi_rxtx.r_cnt,4
[through the flow]
stage	power (uW)	setup WS, ns	util [%]	instances	area [sq um]
floorplan	1600	1.93	-	532	6660
global placement	1600	1.49	53.4	695	6850
detailed placement	1600	1.49	53.4	695	6850
CTS	3120	1.01	58.0	727	7430
global route	3170	0.946	58.0	727	7430
finish	3080	1.05	58.0	727	7430
[cell usage in the layout (no fill, tap or decap), types with 7 or more instances in the layout]
master	instances
sky130_fd_sc_hd__edfxtp_1	119
sky130_fd_sc_hd__o21ai_1	10
sky130_fd_sc_hd__a21oi_1	20
sky130_fd_sc_hd__dfxtp_1	26
sky130_fd_sc_hd__mux2i_1	12
sky130_fd_sc_hd__nand2_1	37
sky130_fd_sc_hd__nor2_1	44
sky130_fd_sc_hd__a222oi_1	14
sky130_fd_sc_hd__xnor2_1	16
sky130_fd_sc_hd__nor3b_1	7
sky130_fd_sc_hd__and2_1	12
sky130_fd_sc_hd__nor3_1	10
sky130_fd_sc_hd__nand3_1	9
sky130_fd_sc_hd__ha_1	31
sky130_fd_sc_hd__o21ai_0	12
sky130_fd_sc_hd__nand2b_1	8
sky130_fd_sc_hd__clkbuf_16	17
sky130_fd_sc_hd__xor2_1	19
sky130_fd_sc_hd__inv_1	33
[critical path: stages (launching register included)]
cell                              delay (ns)
sky130_fd_sc_hd__edfxtp_1               0.52
sky130_fd_sc_hd__or3_1                  0.48
sky130_fd_sc_hd__nor3b_1                0.30
sky130_fd_sc_hd__clkdlybuf4s50_1        0.52
[layout make-up]
type / instances / area (sq um) / area share [%]
clock buffer: 18 / 429 / 5.77
clock inverter: 14 / 159 / 2.14
inverter: 33 / 124 / 1.67
multi-input combinational: 339 / 2360 / 31.7
sequential: 145 / 4090 / 55.1
tap: 172 / 215 / 2.89
timing repair buffer: 6 / 55.1 / 0.740
[routing by layer]
| layer | vias to the layer above | global-route usage (%) | wire length [um] |
|---|---|---|---|
| li1 | 1986 | - | - |
| met1 | 1843 | 31.0 | 5470 |
| met2 | 86 | 26.0 | 5060 |
| met3 | 9 | 6.15 | 580 |
| met4 | 0 | 2.76 | 151 |
| met5 | - | 0 | 0 |
[logic make-up after synthesis]
kind of cell	after synthesis	share of synthesized area, %
buf+inv	48	3.08
fa+ha+maj	31	5.83
xor+xnor	35	4.60
compound gates	96	9.90
other cells	1	0.0563
mux	15	2.31
flops	145	61.5
simple gates	161	12.7
Power and IR drop assume default switching activity.
